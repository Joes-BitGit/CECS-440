[/design/flow/design.v]
`timescale 1ns / 1ps
module shift32(
  input [31:0] T,
  input [4:0] shamt,
  input [4:0] stype,
  output reg C, V, N, Z,
  output reg [31:0] Y_lo
  );
  parameter SLL = 5'h0C, 
			   SRL = 5'h0D, 
			   SRA = 5'h0E;
  always @ (*) begin
    case (stype)
      SRL:
            case (shamt)
              5'd1  : {V,C,Y_lo} = {1'bx,T[0], 1'b0,T[31:1]};
              5'd2  : {V,C,Y_lo} = {1'bx,T[1], 2'b0,T[31:2]};
              5'd3  : {V,C,Y_lo} = {1'bx,T[2], 3'b0,T[31:3]};
              5'd4  : {V,C,Y_lo} = {1'bx,T[3], 4'b0,T[31:4]};
              5'd5  : {V,C,Y_lo} = {1'bx,T[4], 5'b0,T[31:5]};
              5'd6  : {V,C,Y_lo} = {1'bx,T[5], 6'b0,T[31:6]};
              5'd7  : {V,C,Y_lo} = {1'bx,T[6], 7'b0,T[31:7]};
              5'd8  : {V,C,Y_lo} = {1'bx,T[7], 8'b0,T[31:8]};
              5'd9  : {V,C,Y_lo} = {1'bx,T[8], 9'b0,T[31:9]};
              5'd10 : {V,C,Y_lo} = {1'bx,T[9], 10'b0,T[31:10]};
              5'd11 : {V,C,Y_lo} = {1'bx,T[10],11'b0,T[31:11]};
              5'd12 : {V,C,Y_lo} = {1'bx,T[11],12'b0,T[31:12]};
              5'd13 : {V,C,Y_lo} = {1'bx,T[12],13'b0,T[31:13]};
              5'd14 : {V,C,Y_lo} = {1'bx,T[13],14'b0,T[31:14]};
              5'd15 : {V,C,Y_lo} = {1'bx,T[14],15'b0,T[31:15]};
              5'd16 : {V,C,Y_lo} = {1'bx,T[15],16'b0,T[31:16]};
              5'd17 : {V,C,Y_lo} = {1'bx,T[16],17'b0,T[31:17]};
              5'd18 : {V,C,Y_lo} = {1'bx,T[17],18'b0,T[31:18]};
              5'd19 : {V,C,Y_lo} = {1'bx,T[18],19'b0,T[31:19]};
              5'd20 : {V,C,Y_lo} = {1'bx,T[19],20'b0,T[31:20]};
              5'd21 : {V,C,Y_lo} = {1'bx,T[20],21'b0,T[31:21]};
              5'd22 : {V,C,Y_lo} = {1'bx,T[21],22'b0,T[31:22]};
              5'd23 : {V,C,Y_lo} = {1'bx,T[22],23'b0,T[31:23]};
              5'd24 : {V,C,Y_lo} = {1'bx,T[23],24'b0,T[31:24]};
              5'd25 : {V,C,Y_lo} = {1'bx,T[24],25'b0,T[31:25]};
              5'd26 : {V,C,Y_lo} = {1'bx,T[25],26'b0,T[31:26]};
              5'd27 : {V,C,Y_lo} = {1'bx,T[26],27'b0,T[31:27]};
              5'd28 : {V,C,Y_lo} = {1'bx,T[27],28'b0,T[31:28]};
              5'd29 : {V,C,Y_lo} = {1'bx,T[28],29'b0,T[31:29]};
              5'd30 : {V,C,Y_lo} = {1'bx,T[29],30'b0,T[31:30]};
              5'd31 : {V,C,Y_lo} = {1'bx,T[30],31'b0,T[31:31]};
              default : {V,C,Y_lo} = {1'bx,1'bx,T[31:0]};
            endcase
      SRA:
            case (shamt)
              5'd1  : {V,C,Y_lo} = {1'bx,T[0],{1{T[31]}},T[31:1]};
              5'd2  : {V,C,Y_lo} = {1'bx,T[1],{2{T[31]}},T[31:2]};
              5'd3  : {V,C,Y_lo} = {1'bx,T[2],{3{T[31]}},T[31:3]};
              5'd4  : {V,C,Y_lo} = {1'bx,T[3],{4{T[31]}},T[31:4]};
              5'd5  : {V,C,Y_lo} = {1'bx,T[4],{5{T[31]}},T[31:5]};
              5'd6  : {V,C,Y_lo} = {1'bx,T[5],{6{T[31]}},T[31:6]};
              5'd7  : {V,C,Y_lo} = {1'bx,T[6],{7{T[31]}},T[31:7]};
              5'd8  : {V,C,Y_lo} = {1'bx,T[7],{8{T[31]}},T[31:8]};
              5'd9  : {V,C,Y_lo} = {1'bx,T[8],{9{T[31]}},T[31:9]};
              5'd10 : {V,C,Y_lo} = {1'bx,T[9],{10{T[31]}},T[31:10]};
              5'd11 : {V,C,Y_lo} = {1'bx,T[10],{11{T[31]}},T[31:11]};
              5'd12 : {V,C,Y_lo} = {1'bx,T[11],{12{T[31]}},T[31:12]};
              5'd13 : {V,C,Y_lo} = {1'bx,T[12],{13{T[31]}},T[31:13]};
              5'd14 : {V,C,Y_lo} = {1'bx,T[13],{14{T[31]}},T[31:14]};
              5'd15 : {V,C,Y_lo} = {1'bx,T[14],{15{T[31]}},T[31:15]};
              5'd16 : {V,C,Y_lo} = {1'bx,T[15],{16{T[31]}},T[31:16]};
              5'd17 : {V,C,Y_lo} = {1'bx,T[16],{17{T[31]}},T[31:17]};
              5'd18 : {V,C,Y_lo} = {1'bx,T[17],{18{T[31]}},T[31:18]};
              5'd19 : {V,C,Y_lo} = {1'bx,T[18],{19{T[31]}},T[31:19]};
              5'd20 : {V,C,Y_lo} = {1'bx,T[19],{20{T[31]}},T[31:20]};
              5'd21 : {V,C,Y_lo} = {1'bx,T[20],{21{T[31]}},T[31:21]};
              5'd22 : {V,C,Y_lo} = {1'bx,T[21],{22{T[31]}},T[31:22]};
              5'd23 : {V,C,Y_lo} = {1'bx,T[22],{23{T[31]}},T[31:23]};
              5'd24 : {V,C,Y_lo} = {1'bx,T[23],{24{T[31]}},T[31:24]};
              5'd25 : {V,C,Y_lo} = {1'bx,T[24],{25{T[31]}},T[31:25]};
              5'd26 : {V,C,Y_lo} = {1'bx,T[25],{26{T[31]}},T[31:26]};
              5'd27 : {V,C,Y_lo} = {1'bx,T[26],{27{T[31]}},T[31:27]};
              5'd28 : {V,C,Y_lo} = {1'bx,T[27],{28{T[31]}},T[31:28]};
              5'd29 : {V,C,Y_lo} = {1'bx,T[28],{29{T[31]}},T[31:29]};
              5'd30 : {V,C,Y_lo} = {1'bx,T[29],{30{T[31]}},T[31:30]};
              5'd31 : {V,C,Y_lo} = {1'bx,T[30],{31{T[31]}},T[31:31]};
              default : {V,C,Y_lo} = {1'bx,1'bx,T[31:0]};
            endcase
      SLL:
           case(shamt)
            5'd1  : {V,C,Y_lo} = {1'bx,T[31],T[30:0],1'b0};
            5'd2  : {V,C,Y_lo} = {1'bx,T[30],T[29:0],2'b0};
            5'd3  : {V,C,Y_lo} = {1'bx,T[29],T[28:0],3'b0};
            5'd4  : {V,C,Y_lo} = {1'bx,T[28],T[27:0],4'b0};
            5'd5  : {V,C,Y_lo} = {1'bx,T[27],T[26:0],5'b0};
            5'd6  : {V,C,Y_lo} = {1'bx,T[26],T[25:0],6'b0};
            5'd7  : {V,C,Y_lo} = {1'bx,T[25],T[24:0],7'b0};
            5'd8  : {V,C,Y_lo} = {1'bx,T[24],T[23:0],8'b0};
            5'd9  : {V,C,Y_lo} = {1'bx,T[23],T[22:0],9'b0};
            5'd10 : {V,C,Y_lo} = {1'bx,T[22],T[21:0],10'b0};
            5'd11 : {V,C,Y_lo} = {1'bx,T[21],T[20:0],11'b0};
            5'd12 : {V,C,Y_lo} = {1'bx,T[20],T[19:0],12'b0};
            5'd13 : {V,C,Y_lo} = {1'bx,T[19],T[18:0],13'b0};
            5'd14 : {V,C,Y_lo} = {1'bx,T[18],T[17:0],14'b0};
            5'd15 : {V,C,Y_lo} = {1'bx,T[17],T[16:0],15'b0};
            5'd16 : {V,C,Y_lo} = {1'bx,T[16],T[15:0],16'b0};
            5'd17 : {V,C,Y_lo} = {1'bx,T[15],T[14:0],17'b0};
            5'd18 : {V,C,Y_lo} = {1'bx,T[14],T[13:0],18'b0};
            5'd19 : {V,C,Y_lo} = {1'bx,T[13],T[12:0],19'b0};
            5'd20 : {V,C,Y_lo} = {1'bx,T[12],T[11:0],20'b0};
            5'd21 : {V,C,Y_lo} = {1'bx,T[11],T[10:0],21'b0};
            5'd22 : {V,C,Y_lo} = {1'bx,T[10],T[9:0], 22'b0};
            5'd23 : {V,C,Y_lo} = {1'bx,T[9], T[8:0], 23'b0};
            5'd24 : {V,C,Y_lo} = {1'bx,T[8], T[7:0], 24'b0};
            5'd25 : {V,C,Y_lo} = {1'bx,T[7], T[6:0], 25'b0};
            5'd26 : {V,C,Y_lo} = {1'bx,T[6], T[5:0], 26'b0};
            5'd27 : {V,C,Y_lo} = {1'bx,T[5], T[4:0], 27'b0};
            5'd28 : {V,C,Y_lo} = {1'bx,T[4], T[3:0], 28'b0};
            5'd29 : {V,C,Y_lo} = {1'bx,T[3], T[2:0], 29'b0};
            5'd30 : {V,C,Y_lo} = {1'bx,T[2], T[1:0], 30'b0};
            5'd31 : {V,C,Y_lo} = {1'bx,T[1], T[0:0], 31'b0};
            default : {V,C,Y_lo} = {1'bx,1'bx,T};
          endcase  
        endcase 
  		N = Y_lo[31];
  		if (Y_lo == 32'b0) Z = 1'b1;
  		else Z = 1'b0;
    end  
endmodule
[/design/flow/run.sh]
#!/bin/bash
# OpenROAD 26Q1-2900-gdf79404cd8, Yosys 0.63+post, stock flow scripts
make -C /OpenROAD-flow-scripts/flow DESIGN_CONFIG=/design/flow/config.mk WORK_HOME=/design/flow/orfs finish
[/design/flow/config.mk]
export PLATFORM = sky130hd
export DESIGN_NAME = shift32
export DESIGN_NICKNAME = shift32
export VERILOG_FILES = /design/flow/design.v
export SDC_FILE = /design/flow/constraint.sdc
export NUM_CORES = 4
export LEC_CHECK = 1
export CORE_UTILIZATION = 50
[/design/flow/constraint.sdc]
current_design shift32

set clk_period 12.4
set clk_io_pct 0.2

create_clock -name clk0 -period $clk_period

set non_clock_inputs [all_inputs -no_clocks]
set_input_delay [expr $clk_period * $clk_io_pct] -clock clk0 $non_clock_inputs
set_output_delay [expr $clk_period * $clk_io_pct] -clock clk0 [all_outputs]
==> flow_summary.yaml <==
# flow metrics
synth:
  synth.largest_area_cell: "o22ai_1"
  async_reset_ff_share_pct: 0
  ys_seq_elements: 33
  avgSynthCellArea_um2: 6.276
  edf_count: 0
  yosys_warnings: 1
  ys_cells: 1450
  yosys-top-cells-area: "o22ai_1 11%, nor2_1 5.7%, clkbuf_1 5.7%, mux2i_1 5.6%, dlxtn_1 5.4%"
  synth-main-ff-cell: "dlxtn_1"
  yosysTopAreaCellShare_pct: 11.00
  synthCells: 1450
  ys_types: 86
  syn_area_um2: 9100
  yosys_area_um2: 9100
run_status:
  error_line: "[ERROR GRT-0116] Global routing finished with congestion. Check the congestion regions in the DRC Viewer."
  status: "stopped before the end"
  stop_stage: "5_1_grt"
floorplanning:
  fp_util_pct: 51.89
  die_h_um: 136.9
  rows: 48
  pin_count: 78
  die_x_um: 136.9
place:
  place_congestion: 1.417
  post_dp_cell_area_um2: 9866
  hpwl_um: 45680
  dp.cells: 1621
  port_buffers: 77
grt:
  grt_overflow: 106
  grt_max_degree: 67
  grt_pass1_wl_um: 108400
  gr-usage-all-layers_pct: 82.15
  grt_pass1_vias: 15540
final_timing:
  unclocked_regs: 33
  untimed_endpoints: 66
clocking:
  cts_setup_buffers: 0
  cts-resized-gates: 0
  postCtsHoldBufs: 0
-- cells in the mapped netlist, types with 12 or more instances --
| master | count |
|---|---|
| nor3_1 | 52 |
| a22oi_1 | 47 |
| dlxtn_1 | 33 |
| o32ai_1 | 30 |
| and3_1 | 14 |
| mux2_2 | 12 |
| o221ai_1 | 13 |
| o22ai_1 | 160 |
| nand4_1 | 23 |
| a2111oi_0 | 18 |
| nand2b_1 | 43 |
| nor2_1 | 138 |
| o21ai_0 | 46 |
| nor4_1 | 43 |
| clkbuf_1 | 137 |
| buf_2 | 45 |
| nand2_1 | 94 |
| nand3b_1 | 16 |
| nand3_1 | 46 |
| nor2b_1 | 17 |
| buf_1 | 24 |
| mux2i_1 | 51 |
| a211oi_1 | 23 |
| a221oi_1 | 18 |
| a21oi_1 | 94 |
-- cells by family after synthesis --
group	after synthesis	synth area share, %
other	1	0.04121
AOI/OAI and AO/OA	565	43.32
and+or+nand+nor	551	32.37
muxes	65	7.590
latches	33	5.445
buffers and inverters	235	11.23
-- layer usage --
metal  GRT usage (%)  GRT overflow
met5           57.50             2
met4           76.01            36
met3           72.49            15
met2           92.22            52
met1           84.23             1
-- metrics by stage --
stage               worst slack (ns)  hold slack (ns)  total power [mW]  utilization [%]
CTS                            2.660            6.305            0.3931            56.26
detailed placement             2.647            6.294            0.3921            56.26
global placement               2.576            6.305            0.3965            56.26
floorplan                      4.815            5.339            0.2234                -
Power is estimated from default activity; no workload was simulated.
