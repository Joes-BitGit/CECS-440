File: /design/flow/run.sh
#!/bin/bash
# OpenROAD 26Q1-2900-gdf79404cd8, Yosys 0.63+post, stock flow scripts
make -C /OpenROAD-flow-scripts/flow DESIGN_CONFIG=/design/flow/config.mk WORK_HOME=/design/flow/orfs finish
File: /design/flow/config.mk
export PLATFORM = sky130hd
export DESIGN_NAME = reg32
export DESIGN_NICKNAME = reg32
export VERILOG_FILES = /design/flow/design.v
export SDC_FILE = /design/flow/constraint.sdc
export NUM_CORES = 4
export LEC_CHECK = 1
export CORE_AREA = 10 10 94 94
export DIE_AREA = 0 0 104 104
File: /design/flow/constraint.sdc
current_design reg32

set clk_period 1.0
set clk_io_pct 0.2

create_clock -name clk0 -period $clk_period [get_ports {clk}]

set non_clock_inputs [all_inputs -no_clocks]
set_input_delay [expr $clk_period * $clk_io_pct] -clock clk0 $non_clock_inputs
set_output_delay [expr $clk_period * $clk_io_pct] -clock clk0 [all_outputs]
File: /design/flow/design.v
`timescale 1ns / 1ps
module reg32(
    input clk,
    input reset,
    input [31:0] D,
    output reg [31:0] Q
    );
	always@(posedge clk, posedge reset) begin
		if (reset) Q <= 0;
		else Q <= D;
	end
endmodule
==> PnR_summary.wiki <==
=== Physical design figures ===
{| class="wikitable"
! Metric !! Value
|-
| Post-CTS Repair Setup Buffers || 0
|-
| Most common library cell in the layout ignoring fill and taps || sky130_fd_sc_hd__clkdlybuf4s50_1
|-
| Remaining number of nets flagged by the antenna check after routing || 0
|-
| Final critical path time including I/O delays and setup || approximately 950 ps
|-
| TritonCTS clock tree || yes
|-
| Post-Syn Instances || 33
|-
| Max-slew headroom at the worst pin || 0.9051
|-
| Cell-internal power || 2.084 mW
|-
| Result of the run || finished, final reports clean
|-
| Synth Cell Area || around 800 um^2
|-
| Largest fanout on the critical path || 1
|-
| Drt wl/cell || ~15 um
|-
| CTS Root Cell || sky130_fd_sc_hd__clkbuf_8
|-
| IO Port Bufs || between 60 and 70
|-
| Register name with the most flops || Q
|-
| CTS sink count || 32
|-
| GP Congestion || 0.7059
|-
| Clock Path Buffers || 2
|-
| Number of global-route vias before repair || 674
|-
| ANT cells || 0
|-
| Pre-placement core utilization || 0.1178
|-
| Worst-path clk slew || around 60 ps
|-
| Total DRC errors in the routed layout || 0
|-
| Leak Pwr || about 0.69 nW
|-
| Required @ worst endpoint || around 800 ps
|-
| Critical path depth || 1
|-
| Slew Limit Fails || 0
|-
| Setup repair after global routing missed its margin || no
|-
| Number of distinct library cells after synthesis || 2
|-
| CTS hold repair buffers || 0
|-
| Portion of the post-synthesis area used by sequential elements || 0.9953
|-
| Registers with the highest flip-flop counts || Q: 32 flops
|-
| Endpoint type of the worst setup path || output pin
|-
| Worst slew pin tran || around 140 ps
|-
| Number of design-rule violations left by the first detailed-router iteration || 6
|-
| Core occupancy in the finished layout || 0.2244
|-
| Slowest stage cell, crit path || sky130_fd_sc_hd__dfrtp_1
|-
| Share of power burned in registers || 0.535
|-
| Full die area || about 11000 um^2
|-
| Worst setup path class || reg -> out
|-
| Largest net degree at the start of global routing || 21
|-
| Footprint of the multi-input gates || 0 um^2
|-
| Portion of total power attributed to combinational logic || 0.089
|-
| Max VDD drop || approximately 0.42 mV
|-
| Final period utilization || 0.9515
|-
| Kind of path behind the tightest hold check || in -> async
|-
| Share of final-layout standard cells stronger than drive strength 1 || 0.3704
|-
| Chip area in the Yosys report || roughly 800 um^2
|-
| Number of placed I/O pins || between 60 and 70
|-
| Switching power || about 480 uW
|-
| Net switching fraction of the power || 0.1887
|-
| Routed vias || approximately 540
|-
| Total power per unit cell area || about 1700 nW/um^2
|-
| Most frequently placed logic cells in the final layout || sky130_fd_sc_hd__clkdlybuf4s50_1, sky130_fd_sc_hd__dfrtp_1, sky130_fd_sc_hd__buf_2, sky130_fd_sc_hd__clkbuf_8, sky130_fd_sc_hd__clkbuf_1
|-
| Total negative setup slack || 0 ps
|-
| Cell total in the yosys stat output || 33
|-
| Number of H-tree levels || 2
|-
| Tally of OpenROAD warnings || 25
|-
| Pre-Repair DR Iteration Count || 2
|-
| Comb_multi_in || 0
|-
| CP top delay family || flip-flops
|-
| Mean post-synth cell area || ~24 um^2
|-
| Number of gates given a new drive strength after cts || just over 100
|-
| Global-route congestion overflow total || 0
|-
| CP peak stage delay || between 300 and 400 ps
|-
| Number of synthesis warnings || 1
|-
| GRT Total Usage || 0.05510
|-
| Critical Path, Cell by Cell || buf_2
|-
| Number of flip-flops under the largest register name || 32
|-
| Via/cell ratio || about 2.7
|-
| Number of antenna violations at the first check in global routing || 0
|-
| Layout fillers || 746
|-
| MaxCap Viol Count || 0
|-
| Number of setup violations in the final report || 0
|-
| Highest clock frequency the design can meet || 1.051 GHz
|-
| Global-route wire length before repair || 4478 um
|-
| Growth of design area from synthesis to finish || 90.51%
|-
| Total wire length || just under 3000 um
|-
| Kind of start point of the critical path || flip-flop
|-
| Placeable core region || just under 7000 um^2
|-
| Standard-cell rows || 30
|-
| Horizontal die dimension || 104 um
|-
| Number of buffers and inverters on the critical path || 1
|-
| Share of total power in the clock network || 0.376
|-
| Final-report hold violation count || 0
|-
| Arrival time at the worst endpoint || about 750 ps
|-
| Num CTS Buffers || 5
|-
| Synth Register Bits || 32
|-
| Height of the chip || ~100 um
|}
[layer usage]
layer  up-vias  global-route usage  wire (um)  part of all wire
met4         0            0.004970         30             0.010
met2        34              0.1009       1606              0.54
met3         3             0.03133        313              0.11
met1       258             0.05442       1027              0.34
met5         -                   0          0                 0
li1        246                   -          -                 -
[worst max-delay path by stage]
| stage | from | end |
|---|---|---|
| CTS | Q[3]$_DFF_PP0_ | Q[3] |
| global route | Q[9]$_DFF_PP0_ | Q[9] |
| finish | Q[17]$_DFF_PP0_ | Q[17] |
[synth_stat cells (all sizes together)]
| cell | instances | area [um^2] |
|---|---|---|
| inv | 1 | 3.750 |
| dfrtp | 32 | 800.8 |
[stage by stage]
stage | worst slack (ps) | hold slack (ps) | area, um^2 | power [mW] | instances
2_1_floorplan | 109.2 | 231.4 | 804.5 | 1.401 | 33
3_3_place_gp | -4.368 | 558.2 | 1603 | 1.699 | 196
3_5_place_dp | -9.550 | 563.4 | 1603 | 1.704 | 196
4_1_cts | 27.07 | 263.8 | 1533 | 2.625 | 204
5_1_grt | 4.375 | 277.1 | 1533 | 2.702 | 204
6_report | 48.46 | 267.7 | 1533 | 2.568 | 204
[power by group through the flow]
stage / Clock, mW / Combinational [mW] / Sequential [mW]
finish: 0.967 / 0.228 / 1.37
global route: 1.07 / 0.252 / 1.38
CTS: 1.01 / 0.239 / 1.37
[cell families (layout without fill, tap and decap cells)]
kind of cell  count (synthesis)  count (layout)  synth area share
buf+inv                       1              76          0.004661
flops                        32              32            0.9953
[cell type report]
class | count | area, um^2 | share of cell area
Sequential cell | 32 | 800.8 | 0.5224
Timing Repair Buffer | 67 | 518.0 | 0.3380
Tap cell | 96 | 120.1 | 0.07837
Clock buffer | 8 | 90.09 | 0.05878
Inverter | 1 | 3.754 | 0.002449
Power figures rest on the tool's default switching activity, not on a simulated workload.
