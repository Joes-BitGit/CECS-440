**flow/config.mk**
```make
export PLATFORM = sky130hd
export DESIGN_NAME = Instruction_Unit
export DESIGN_NICKNAME = Instruction_Unit
export VERILOG_FILES = /design/flow/design.v
export SDC_FILE = /design/flow/constraint.sdc
export NUM_CORES = 4
export LEC_CHECK = 1
export CORE_AREA = 10 10 112 112
export DIE_AREA = 0 0 122 122
export SYNTH_MEMORY_MAX_BITS = 65536
```
**flow/constraint.sdc**
```tcl
current_design Instruction_Unit

set clk_period 5.7
set clk_io_pct 0.2

create_clock -name clk0 -period $clk_period [get_ports {clk}]

set non_clock_inputs [all_inputs -no_clocks]
set_input_delay [expr $clk_period * $clk_io_pct] -clock clk0 $non_clock_inputs
set_output_delay [expr $clk_period * $clk_io_pct] -clock clk0 [all_outputs]
```
**flow/design.v**
```verilog
`timescale 1ns / 1ps
module IR(  
	 input clk,
    input reset,
    input [31:0] IR_in,
    input IR_ld,
    output reg [31:0] IR_out
    );
	always@(posedge clk, posedge reset)
	begin
		if (reset) IR_out <= 0;
		else if (IR_ld) IR_out <= IR_in;
	end
endmodule
`timescale 1ns / 1ps
module InstructionMemory(
    input clk,
    input [31:0] Address,
    input [31:0] D_in,
    input IM_cs,
    input IM_wr,
    input IM_rd,
    output [31:0] D_out
    );
	reg [7:0] instruction_mem [0:4095];
	always@(posedge clk)begin
		if (IM_cs && IM_wr)  
			{instruction_mem[Address],
			 instruction_mem[Address+1],
			 instruction_mem[Address+2],
			 instruction_mem[Address+3]}	
			 <= D_in;
	end
	assign D_out = (IM_cs && IM_rd) ? {instruction_mem[Address+0],
												  instruction_mem[Address+1],
												  instruction_mem[Address+2],
												  instruction_mem[Address+3]}:
					   (IM_cs && !IM_rd)?  32'hz				    : 
												  32'h0;
endmodule
`timescale 1ns / 1ps
module Instruction_Unit(
    input clk, reset, PC_ld, PC_inc, IM_cs, IM_wr, IM_rd, IM_ld,
    input  		 [31:0] PC_in,
    output 		 [31:0] SE_16,
    output wire [31:0] PC_out, IR_out
    );
	wire [31:0] iData;
	PC 						PC(.clk(clk), 
									.reset(reset), 
									.PC_in(PC_in), 
									.PC_ld(PC_ld), 
									.PC_inc(PC_inc), 
									.PC_out(PC_out));
	InstructionMemory 	IM(.clk(clk), 
									.Address(PC_out), 
									.D_in(32'h0), 
									.IM_cs(IM_cs), 
									.IM_wr(1'b0), 
									.IM_rd(IM_rd), 
									.D_out(iData));
	IR 						IR(.clk(clk), 
									.reset(reset), 
									.IR_in(iData), 
									.IR_ld(IR_ld), 
									.IR_out(IR_out));
	assign SE_16 = {{5'd16{IR_out[15]}},IR_out[15:0]};
endmodule
`timescale 1ns / 1ps
module PC(
    input clk,
    input reset,
    input [31:0] PC_in,
    input PC_ld,
    input PC_inc,
    output reg [31:0] PC_out
    );
	always@(posedge clk, posedge reset)
	begin
		if(reset) PC_out <= 0;
		else if (PC_inc) PC_out <= PC_out + 32'h4;
		else if (PC_ld)  PC_out <= PC_in;
		else				  PC_out <= PC_out;
	end
endmodule
```
**flow/run.sh**
```bash
#!/bin/bash
# OpenROAD 26Q1-2900-gdf79404cd8, Yosys 0.63+post, stock flow scripts
make -C /OpenROAD-flow-scripts/flow DESIGN_CONFIG=/design/flow/config.mk WORK_HOME=/design/flow/orfs finish
```
==> out/qor.csv <==
metric;value;unit
hold_class;reg -> reg;
yosys-stat-area;2460;sq um
yosys.cell_types.count;44;
numCtsBuffers;5;
ff_type;dfrtp_1;
cp-start-kind;input port;
drc;0;
fin_skew;10.8;ps
cp-end-kind;register;
slowest_delay;460;ps
warnings;29;
cap_violations;0;
synth_seq_share;0.326;
worstSetupPathType;in -> reg;
edf_count;0;
worstPathRequired;5890;ps
p_leak;0.00125;uW
vias;2076;
num_rows;37;
grt_remaining_overflow;0;
numPortBuffers;67;
critPathMostFrequentCell;buf_4;
fin_setup_tns;0;ps
num-fill-cells;1063;
slew_violations;0;
clk_latency;290;ps
track_usage;0.0947;
grt_pass1_vias;2152;
place_inst;474;
drtIter0Drc;131;
ys.flops;32;
max_slew_margin;0.645;
gp_congestion;0.800;
clk_pin_slew;70;ps
crit_start;PC_inc;
hold_path_startpoint;PC.PC_out[0];
worstMarginPinSlew;531;ps
initial_core_util;0.240;
setup_viol;0;
top_regs;PC.PC_out x32;
post_cts_resized;0;
power.density;228;nW/um^2
vias_per_cell;4.31;
r2r_slack;3700;ps
coreArea;10200;sq um
cp_cell_sequence;clkdlybuf4s50_1 > buf_4 > inv_1 > nand2_1 > buf_4 > o22ai_1 > a311oi_1;
diodes;0;
dieWidth;122;um
finalCritPeriodShare;0.488;
grt_max_degree;41;
dieArea;14900;sq um
antenna_found_initial;0;
cts-root-buf;clkbuf_8;
whs_path_depth;2;
critPathMaxFanout;40;
cts_tree;yes;
top_register;PC.PC_out;
hold_violations;0;
cts_hold_buf;0;
ant_nets;0;
syn_avg_cell_area;8.77;sq um
postCtsSetupBuffers;0;
cts_buffer_depth;2;
synth-cells-yosys;280;
io_pins;136;
wl;7.33;mm
post_drt_wl_per_cell;15.2;um
synthCells;280;
fin_util;0.305;
ys_warn_count;6;
dieHeight;122;um
htreeDepth;2;
grt_setup_unrepaired;false;
dp_hpwl;5.58;mm
peakVddDrop;0.114;mV
status;finished, final reports clean;
dpl_worst_slack;2630;ps
worstHoldEndpoint;PC.PC_out[0];
synth_area;2460;sq um
worstPathArrival;2970;ps
lay_top_count;clkdlybuf4s50_1;
drive_above_1_share;0.0838;
stdcell_count;482;
grt_pass1_wl;11.3;mm
crit_slowest_cell;clkdlybuf4s50_1;
r2r-start;PC.PC_out[6];
async_flop_share;1.00;
fin_crit;2780;ps
clock-sinks;32;
max_freq;0.360;GHz
largest_register_ffs;32;
final_cell_mix;clkdlybuf4s50_1 (67), conb_1 (64), dfrtp_1 (32), nand2_1 (25), nor2_1 (22);
reg2reg_to;PC.PC_out[31];
drt_pass1_iterations;4;
r2r_cells;5;
setup_ws;2920;ps
area_growth;27.2;%
## area by class of cell
type	count	area, sq um	area share
multi-input combinational	230	1330	0.425
inverter	5	18.8	0.00601
sequential	32	801	0.256
tap	136	170	0.0545
clock inverter	2	35.0	0.0112
timing repair buffer	71	701	0.224
clock buffer	6	72.6	0.0232
## how the worst max path moves through the flow
stage	to	slack (ps)	cells past startpoint
global route	PC.PC_out[23]	2820	7
finish	PC.PC_out[23]	2920	7
CTS	PC.PC_out[23]	2920	7
## where the power goes
| part | switching [uW] | total, uW | internal (uW) | leakage, uW |
|---|---|---|---|---|
| combinational | 77.2 | 193 | 116 | 0.000832 |
| clock | 88.0 | 218 | 130 | 0.0000552 |
| sequential | 43.6 | 302 | 259 | 0.000360 |
| total | 209 | 713 | 504 | 0.00125 |
## cell usage after synthesis (4+ instances only)
library cell | count | area (sq um)
buf_4 | 65 | 488
dfrtp_1 | 32 | 801
nand2_1 | 25 | 93.8
nor2_1 | 22 | 82.6
a21oi_1 | 16 | 80.1
a211oi_1 | 9 | 67.6
nand3_1 | 8 | 40.0
o21ai_0 | 7 | 35.0
a311oi_1 | 6 | 52.6
nand4_1 | 6 | 37.5
nor2b_1 | 6 | 37.5
clkbuf_1 | 5 | 18.8
inv_1 | 5 | 18.8
nor3_2 | 5 | 50.1
mux2i_1 | 4 | 40.0
o22ai_1 | 4 | 25.0
xnor2_1 | 4 | 35.0
## layer usage
metal  wire length, um  track usage  share of wire  up-vias
li1                  -            -              -     1008
met1              3000        0.118           0.41      979
met2              3450        0.151           0.47       83
met3               820       0.0474           0.11        6
met4                55      0.00745         0.0075        0
met5                 0            0              0        -
## cell families after synthesis
logic type                 count (synthesis)  synth area share
and+or+nand+nor                           97             0.239
buffers and inverters                     81             0.230
AOI/OAI and AO/OA                         60             0.167
DFF                                       32             0.326
xor gates and xnor gates                   4            0.0143
muxes                                      4            0.0163
adders and majority gates                  1           0.00509
other                                      1           0.00153
## worst max-delay path, delay by kind of cell
| kind | cells | cell delay [ps] |
|---|---|---|
| buffers and inverters | 4 | 1330 |
| AOI/OAI and AO/OA | 2 | 360 |
| and+or+nand+nor | 1 | 110 |
## metrics by stage
step / cell area, sq um / hold slack [ps] / power (uW)
3_5_place_dp: 3020 / 471 / 505
6_report: 3120 / 487 / 713
4_1_cts: 3120 / 487 / 726
2_1_floorplan: 2690 / 421 / 413
3_3_place_gp: 3020 / 464 / 502
5_1_grt: 3120 / 528 / 764
Power is estimated from default activity; no workload was simulated.
